## design/flow/design.v

```verilog
module shiftregister
#(parameter width = 8)
(
input               clk,                 
input               peripheralClkEdge,   
input               parallelLoad,        
input  [width-1:0]  parallelDataIn,      
input               serialDataIn,        
output [width-1:0]  parallelDataOut,     
output              serialDataOut        
);
	integer i;
    reg [width-1:0]      shiftregistermem;
    always @(posedge clk) begin
        if (parallelLoad) begin  
        	for (i = 0; i < width; i = i+1)
        		shiftregistermem[i] <= parallelDataIn[width-1-i];
        end  
        else if(peripheralClkEdge) begin
        	shiftregistermem[0] <= serialDataIn;
        	for (i=1; i<width; i=i+1) begin
        		shiftregistermem[i] <= shiftregistermem[i-1];
        	end  
        end  
    end
    assign parallelDataOut = shiftregistermem;
    assign serialDataOut   = shiftregistermem[width-1];
endmodule
module inputconditioner
(
input 	    clk,             
input	    noisysignal,     
output reg  conditioned,     
output reg  positiveedge,    
output reg  negativeedge     
);
    parameter counterwidth = 3;  
    parameter waittime = 3;      
    reg[counterwidth-1:0] counter = 0;
    reg synchronizer0 = 0;
    reg synchronizer1 = 0;
    always @(posedge clk ) begin
        if(conditioned == synchronizer1) begin
            counter <= 0;
            positiveedge <= 0;
            negativeedge <= 0;
        end
        else begin
            if( counter == waittime) begin
                counter <= 0;
                conditioned <= synchronizer1;
                if (conditioned) negativeedge <= 1;
                else positiveedge <= 1; 
            end
            else begin
                counter <= counter+1;
                positiveedge <= 0;
                negativeedge <= 0;
            end
        end
        synchronizer0 <= noisysignal;
        synchronizer1 <= synchronizer0;
    end
endmodule
module midpoint(
	input clk,
	input  sw0,
	input  sw1,
	input  btn,
	output [3:0] led);
	wire parallel_load;
	wire serial_in;
	wire clk_edge;
	inputconditioner button_conditioner(
		.clk(clk),
		.noisysignal(btn),
		.conditioned(),
		.positiveedge(),
		.negativeedge(parallel_load));
	inputconditioner switch_0_conditioner(
		.clk(clk),
		.noisysignal(sw0),
		.conditioned(serial_in),
		.positiveedge(),
		.negativeedge());
	inputconditioner switch_1_conditioner(
		.clk(clk),
		.noisysignal(sw1),
		.conditioned(),
		.positiveedge(clk_edge),
		.negativeedge());
	shiftregister #(4) shift_register(
		.clk(clk),
		.peripheralClkEdge(clk_edge),
		.parallelLoad(parallel_load),
		.parallelDataIn(4'b1101),
		.serialDataIn(serial_in),
		.parallelDataOut(led),
		.serialDataOut());
endmodule
```

## design/flow/run.sh

```bash
#!/bin/bash
# OpenROAD 26Q1-2900-gdf79404cd8, Yosys 0.63+post, stock flow scripts
make -C /OpenROAD-flow-scripts/flow DESIGN_CONFIG=/design/flow/config.mk WORK_HOME=/design/flow/orfs finish
```

## design/flow/config.mk

```make
export PLATFORM = sky130hd
export DESIGN_NAME = midpoint
export DESIGN_NICKNAME = midpoint
export VERILOG_FILES = /design/flow/design.v
export SDC_FILE = /design/flow/constraint.sdc
export NUM_CORES = 4
export LEC_CHECK = 1
export CORE_AREA = 10 10 76 76
export DIE_AREA = 0 0 86 86
```

## design/flow/constraint.sdc

```tcl
current_design midpoint

set clk_period 2.2
set clk_io_pct 0.2

create_clock -name clk0 -period $clk_period [get_ports {clk}]

set non_clock_inputs [all_inputs -no_clocks]
set_input_delay [expr $clk_period * $clk_io_pct] -clock clk0 $non_clock_inputs
set_output_delay [expr $clk_period * $clk_io_pct] -clock clk0 [all_outputs]
```

==> results.py <==
# Auto-generated metrics
metrics = {
    "run_status": {
        "outcome": "completed",
    },
    "worst_setup_path": {
        "cp_data_arrival_time_ns": 1.09,
        "critPathMaxFanout": 3,
        "path_class": "reg2out",
        "path_cells": "clkdlybuf4s50_1",
        "worstPathRequired_ns": 1.76,
        "cp_slowest_cell": "clkdlybuf4s50_1",
        "worstSetupEndpointType": "output pin",
        "cp_slowest_stage_delay_ns": 0.48,
        "path_buffers": 1,
        "worstSetupStartpointType": "flop",
        "cp_top_family": "buffers and inverters",
    },
    "timing": {
        "rsz0062_at_grt": "false",
        "layout_min_cycle_time_ns": 1.527,
        "hold_violations": 0,
        "setup_viol": 0,
        "clock.fmax_mhz": 654.9,
        "drv_slew": 0,
        "fin_setup_tns_ns": 0,
        "timing.final.crit_share": 0.6940,
        "clock_skew_ns": 0.004409,
        "timing.max_slew.rel_slack": 0.7272,
        "worst_pin_slew_ns": 0.4062,
    },
    "synthesis": {
        "synth_cell_types": 15,
        "syn-instance-count": 64,
        "numSynthFlops": 24,
        "ys_area_um2": 823.3,
        "yosysSeqAreaShare": 0.6201,
        "ys_cells": 64,
        "yosysTopAreaCell": "dfxtp_1",
        "top_area_frac": 0.5106,
        "ys_top_cells_by_area": "dfxtp_1, edfxtp_1, ha_1, nor2b_1, nor3b_2",
        "yosysWarnings": 2,
        "synthesis.area_per_instance_um2": 12.86,
        "syn-cell-area_um2": 823.3,
    },
    "clock_tree": {
        "htree_levels": 1,
        "clk_pin_slew_ns": 0.08,
        "cts_tree": "done",
        "cts_buffers": 3,
        "hold_buffers": 0,
        "clock-sinks": 24,
        "clock_path_buffers": 2,
        "post_cts_buffers": 0,
        "cts_resized": 0,
        "clk_latency_ns": 0.26,
        "clock_tree.root_cell": "clkbuf_8",
    },
    "detailed_routing": {
        "final_antenna_net_count": 0,
        "dr.pass1.iters": 4,
        "drc": 0,
        "routed_wl_mm": 1.159,
        "vias": 454,
        "drtIter0Drc": 12,
        "via_per_inst": 3.691,
        "drt-wirelength-per-cell_um": 9.423,
        "antenna-diode-count": 0,
    },
    "layout": {
        "final_cell_mix": "dfxtp_1, clkdlybuf4s50_1, nor2b_1, nor3_1, ha_1",
        "area_delta_synth_final_pct": 19.76,
        "lay_top_count": "dfxtp_1",
        "final_util": 0.2396,
        "nFillCells": 430,
        "drive_gt1_frac": 0.08219,
    },
    "grt": {
        "grt_remaining_overflow": 0,
        "grt_pass1_wl_mm": 2.159,
        "grt_max_degree": 14,
        "grt_usage": 0.03389,
        "antenna_found_initial": 0,
        "grt_pass1_vias": 479,
    },
    "die": {
        "num_rows": 23,
        "die_height_um": 86,
        "die_w_um": 86,
        "io_pins": 8,
        "die_area_um2": 7396,
        "fp_util": 0.2001,
        "core-area_um2": 4115,
    },
    "place": {
        "port_buffers": 7,
        "gp_congestion": 0.7373,
        "dp_hpwl_um": 854.6,
    },
    "power_and_ir_drop": {
        "powerDensity_nw_per_um2": 1014,
        "leakage_nw": 0.3871,
        "ir_worst_vdd_v": 0.0002821,
    },
    "job": {
        "warnings": 25,
        "max_cap_violations": 0,
    },
    "hold_path": {
        "hold_path.class": "reg2reg",
    },
}
==> worst paths after layout <==
kind | from | cells past startpoint | endpoint | slack (ns)
worst min-delay path | switch_0_conditioner.synchronizer0 | 0 | switch_0_conditioner.synchronizer1 | 0.33
worst max register to register | switch_1_conditioner.counter[0] | 3 | switch_1_conditioner.conditioned | 0.96
worst max-delay path | shift_register.shiftregistermem[0] | 1 | led[0] | 0.67
worst min register to register | switch_0_conditioner.synchronizer0 | 0 | switch_0_conditioner.synchronizer1 | 0.33
==> sequential cells by signal, summed over array words and instances, names as in the netlist, 3 cells and up <==
register and flops:
switch_0_conditioner.counter 3, switch_1_conditioner.counter 3, shift_register.shiftregistermem 4, button_conditioner.counter 3
==> cell families (layout without fill, tap and decap cells) <==
kind of cell    count (synthesis)  in the layout  synth area share
flops                          24             24            0.6201
mux                             1              1           0.01216
xor+xnor                        3              3           0.03192
simple gates                   22             22            0.1809
fa+ha+maj                       6              6           0.09118
buf+inv                         5             14           0.03191
compound gates                  3              3           0.03192
==> synthesized netlist by cell type <==
library cell and count:
a211o_1 3, buf_4 2, dfxtp_1 21, edfxtp_1 3
ha_1 6, inv_1 3, mux2i_1 1, nand2_1 2
nand3b_1 2, nand4b_1 2, nor2_1 1, nor2b_1 6
nor3_1 6, nor3b_2 3, xnor2_1 3
==> routing by layer <==
| metal | global-route usage | vias up | share of wire |
|---|---|---|---|
| li1 | - | 238 | - |
| met1 | 0.04218 | 203 | 0.48 |
| met2 | 0.05409 | 11 | 0.43 |
| met3 | 0.01239 | 2 | 0.060 |
| met4 | 0.008982 | 0 | 0.026 |
| met5 | 0 | - | 0 |
==> final cells by class <==
class                      instances  area (um^2)  share of cell area
inverter                           3        11.26             0.01142
multi-input combinational         35        286.5              0.2906
tap                               50        62.56             0.06345
timing repair buffer               7        70.07             0.07107
sequential                        24        510.5              0.5178
clock buffer                       4        45.04             0.04569
==> metrics by stage <==
stage / cell area [um^2] / hold WS [ns] / worst slack, ns / cells / power (W)
global route: 985.9 / 0.3412 / 0.6094 / 123 / 0.001078
finish: 985.9 / 0.3340 / 0.6731 / 123 / 0.001000
CTS: 985.9 / 0.3363 / 0.6412 / 123 / 0.001020
floorplan: 823.3 / 0.3096 / 1.076 / 64 / 0.0006707
detailed placement: 940.9 / 0.3172 / 0.9439 / 119 / 0.0007649
global placement: 940.9 / 0.3128 / 0.9496 / 119 / 0.0007495
==> power by group <==
| part | switching (W) | internal [W] |
|---|---|---|
| logic | 0.0000551 | 0.000135 |
| registers | 0.0000384 | 0.000519 |
| clock network | 0.000123 | 0.000129 |
| total | 0.000217 | 0.000783 |
Power and IR drop assume default switching activity.
