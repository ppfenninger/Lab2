==> design.v <==
module fsm(
	input clk,
	input sclk,
	input nCS,
	input RnW,
	output reg MISO_buff,
	output reg memory_we,
	output reg address_we,
	output reg sr_we
	);
	reg [3:0] state;
	integer counter = 0;
	localparam STATE_wait_for_cs    = 0;
	localparam STATE_read_addr      = 1;
	localparam STATE_load_addr      = 2;
	localparam STATE_read_data      = 3;
	localparam STATE_store_data     = 4;
	localparam STATE_load_data      = 5;
	localparam STATE_shift_out_data = 6;
	localparam STATE_data_stored    = 7;
	always @(posedge clk) begin
		if(nCS) begin
			state <= STATE_wait_for_cs;
			counter <= 0;
		end
		else begin
			case (state)
				STATE_wait_for_cs: begin
					if (!nCS)
						state <= STATE_read_addr;
					else
						state <= STATE_wait_for_cs;
				end  
				STATE_read_addr: begin
					if (counter == 8)
						state <= STATE_load_addr;
					else
						state <= STATE_read_addr;
				end  
				STATE_load_addr: begin
					if (RnW)
						state <= STATE_load_data;
					else
						state <= STATE_read_data;
				end  
				STATE_read_data: begin
					if (counter == 16)
						state <= STATE_store_data;
					else
						state <= STATE_read_data;
				end  
				STATE_store_data:
					state <= STATE_data_stored;
				STATE_load_data:
					state <= STATE_shift_out_data;
				STATE_shift_out_data: begin
					if (nCS == 0)
						state <= STATE_shift_out_data;
					else
						state <= STATE_wait_for_cs;
				end
				STATE_data_stored: begin
					if (nCS == 0)
						state <= STATE_data_stored;
					else
						state <= STATE_wait_for_cs;
				end
			endcase
		end  
	end  
	always @(state) begin
		case (state)
			STATE_wait_for_cs: begin
				MISO_buff  = 0;
				memory_we  = 0;
				address_we = 0;
				sr_we      = 0;
			end  
			STATE_read_addr: begin
				MISO_buff  = 0;
				memory_we  = 0;
				address_we = 0;
				sr_we      = 0;
			end  
			STATE_load_addr: begin
				MISO_buff  = 0;
				memory_we  = 0;
				address_we = 1;
				sr_we      = 0;
			end  
			STATE_read_data: begin
				MISO_buff  = 0;
				memory_we  = 0;
				address_we = 0;
				sr_we      = 0;
			end  
			STATE_store_data: begin
				MISO_buff  = 0;
				memory_we  = 1;
				address_we = 0;
				sr_we      = 0;
			end
			STATE_load_data: begin
				MISO_buff  = 0;
				memory_we  = 0;
				address_we = 0;
				sr_we      = 1;
			end
			STATE_shift_out_data: begin
				MISO_buff  = 1;
				memory_we  = 0;
				address_we = 0;
				sr_we      = 0;
			end
			STATE_data_stored: begin
				MISO_buff  = 0;
				memory_we  = 0;
				address_we = 0;
				sr_we      = 0;
			end
		endcase
	end  
	always @(posedge sclk) begin
		if(nCS == 0)
			counter <= counter + 1;
	end
endmodule
module test_fsm();
	reg clk;
	reg sclk;
	reg nCS;
	reg RnW;
	wire MISO_buff;
	wire memory_we;
	wire address_we;
	wire sr_we;
	fsm dut(
		.clk(clk),
		.sclk(sclk),
		.nCS(nCS),
		.RnW(RnW),
		.MISO_buff(MISO_buff),
		.memory_we(memory_we),
		.address_we(address_we),
		.sr_we(sr_we)
	);
	initial begin
		$dumpfile("fsm.vcd");
		$dumpvars();
		clk = 0;
		sclk = 0;
		nCS = 1;
		RnW = 0;
		repeat(10) begin
			#1 clk = clk - 1;
		end
		nCS = 0;
		sclk = 0;
		repeat(32) begin
			repeat(10) begin
				#1 clk = clk - 1;
			end
			sclk = sclk - 1;
		end
		repeat(10) begin
			#1 clk = clk - 1;
		end
		nCS = 1;
		repeat(10) begin
			#1 clk = clk - 1;
		end
		RnW = 1;
		repeat(10) begin
			#1 clk = clk - 1;
		end
		nCS = 0;
		sclk = 0;
		repeat(32) begin
			repeat(10) begin
				#1 clk = clk - 1;
			end
			sclk = sclk - 1;
		end
		repeat(10) begin
			#1 clk = clk - 1;
		end
		nCS = 1;
		repeat(10) begin
			#1 clk = clk - 1;
		end
	end
endmodule
==> run.sh <==
#!/bin/bash
# OpenROAD 26Q1-2900-gdf79404cd8, Yosys 0.63+post, stock flow scripts
make -C /OpenROAD-flow-scripts/flow DESIGN_CONFIG=/design/flow/config.mk WORK_HOME=/design/flow/orfs finish
==> config.mk <==
export PLATFORM = sky130hd
export DESIGN_NAME = fsm
export DESIGN_NICKNAME = fsm
export VERILOG_FILES = /design/flow/design.v
export SDC_FILE = /design/flow/constraint.sdc
export NUM_CORES = 4
export LEC_CHECK = 1
export CORE_AREA = 10 10 70 70
export DIE_AREA = 0 0 80 80
==> constraint.sdc <==
current_design fsm

set clk_period 1.1
set clk_io_pct 0.2

create_clock -name clk0 -period $clk_period [get_ports {clk}]
create_clock -name clk1 -period $clk_period [get_ports {sclk}]

set non_clock_inputs [all_inputs -no_clocks]
set_input_delay [expr $clk_period * $clk_io_pct] -clock clk0 $non_clock_inputs
set_output_delay [expr $clk_period * $clk_io_pct] -clock clk0 [all_outputs]
==> impl_metrics.tcl <==
# metrics dict for downstream scripts
set metrics [dict create \
    outcome "finished, final reports clean" \
    ys.warnings.count 65 \
    unclocked_pins 1 \
    end_kind "flop" \
    drtAntennaViolNets 0 \
    cpPeakStageDelay_ns 0.49 \
    hp-start "state[0]" \
    crit_buf_inv 1 \
    warnings 28 \
    via_count 117 \
    syn_to_final_growth_pct 47.7 \
    path_delay_family "buffers and inverters" \
    drc 0 \
    ys_cells 16 \
    finalHoldViolations 0 \
    worstReg2RegStart "state[3]" \
    r2r_cells 1 \
    p_leak_nw 0.0948 \
    layout_top_cell "dfxtp_1" \
    maxCapViolations 0 \
    grt_max_degree 6 \
    p_int_w 0.000332 \
    swShare_pct 19.6 \
    rows 21 \
    htreeDepth 1 \
    hp-class "reg -> reg" \
    ioPinCount 8 \
    peakVddDrop_mv 0.252 \
    cp-start-kind "primary input" \
    clkTransAtPathRegs_ns 0.04 \
    die_w_um 80 \
    overflow 0 \
    untimed_endpoints 2 \
    fillCellCount 403 \
    setup_viol 0 \
    cts-resized-gates 0 \
    crit_arrival_ns 0.92 \
    synth.distinct_cells 9 \
    layout.area.comb_sq_um 56.3 \
    drt_wl_total_um 334 \
    p_switching_w 0.0000810 \
    pwr-share-clk_pct 51.0 \
    cts_tree "built" \
    numCtsBuffers 3 \
    drive_gt1_share_pct 23.8 \
    io_buffers 2 \
    gp_congestion 0.603 \
    slowest_stage "clkdlybuf4s50_1" \
    rsz0062_at_grt "false" \
    ctsHoldBuffers 0 \
    core_area_sq_um 3420 \
    setup_tns_ns 0 \
    numSynthFlops 6 \
    r2r-end "state[3]" \
    crit_chain "clkdlybuf4s50_1, nor3b_1" \
    grt_pass1_wl_um 538 \
    rrSetupSlack_ns 0.52 \
    cp.required_ns 1.26 \
    worstSetupPathType "in -> reg" \
    wl_per_cell_um 4.99 \
    most-common-layout-cells "5 x dfxtp_1, 3 x conb_1, 3 x clkbuf_4" \
    post_dp_cell_area_sq_um 249 \
    drt_first_iter_violations 0 \
    die_h_um 80 \
    holdPathStages 2 \
    dr.pass1.iters 1 \
    grt.total_usage_pct 1.27 \
    clockBufferDepth 2 \
    hold_end "state[4]" \
    cp_max_fo 5 \
    grt_pass1_vias 127 \
    fin_area_sq_um 275 \
    antenna_found_initial 0 \
    syn_area_sq_um 186 \
    antenna_cells 0 \
    drv_slew 0 \
    seq_area_sq_um 115 \
    synth_cells 16 \
    fin_util_pct 8.06 \
    post_cts_buffers 0 \
    pwr_density_cell_nw_per_um2 1500 \
    postSynthAreaPerCell_sq_um 11.7 \
    ys_chip_area_sq_um 186 \
    die_area_sq_um 6400 \
    finalClockSkew_ns 0.0000673 \
    routed_via_density 1.75 \
    seqPwrFrac_pct 46.1 \
    combPwrFrac_pct 2.9 \
    cts-root-buf "clkbuf_4" \
    floorplan.core_util_pct 5.46 \
]
registers in the layout, summed over array words and instances (netlist names):
register and flops:
state 5, MISO_buff 1
logic make-up after synthesis:
kind of cell,share of synthesized area (%)
and+or+nand+nor,24.2
DFF,53.7
buffers and inverters,12.1
latches,8.05
other,2.01
routing by layer:
layer  share of wire (%)  up-vias  track usage, %  wire length (um)
li1                    -       53               -                 -
met4                 3.6        0           0.528                12
met1                  31       52           0.666               104
met3                  30        5            2.61                99
met5                   0        -               0                 0
met2                  35        7            1.52               117
worst max-delay path by stage:
| stage | start | endpoint | slack, ns | cells after the start |
|---|---|---|---|---|
| 4_1_cts | nCS | state[7] | 0.34 | 2 |
| 5_1_grt | nCS | state[7] | 0.33 | 2 |
| 6_report | nCS | state[7] | 0.34 | 2 |
synth_stat cells:
cell,n,area (sq um)
buf_4,3,22.5
conb_1,1,3.75
dfxtp_1,5,100
dlxtn_1,1,15.0
nor2_1,1,3.75
nor2_2,1,6.26
nor2b_1,2,12.5
nor3b_1,1,7.51
nor4b_2,1,15.0
per-stage QoR:
stage          power (W)  setup slack (ns)  cells  hold slack [ns]
2_1_floorplan   0.000206             0.561     18            0.248
3_3_place_gp    0.000205             0.130     63            0.438
3_5_place_dp    0.000206            0.0982     63            0.448
4_1_cts         0.000423             0.343     67            0.469
5_1_grt         0.000443             0.327     67            0.494
6_report        0.000413             0.340     67            0.460
power groups by stage:
stage,Clock [W],Sequential [W],Combinational (W)
finish,0.000211,0.000190,0.0000120
global route,0.000238,0.000190,0.0000144
CTS,0.000220,0.000190,0.0000128
cell type report:
type / instances / area share [%]
clock buffer: 4 / 9.55
multi-input combinational: 9 / 20.5
sequential: 6 / 41.8
tap: 46 / 20.9
timing repair buffer: 2 / 7.27
Power and IR drop assume default switching activity.
